`/design/flow/run.sh`:
```
#!/bin/bash
# OpenROAD 26Q1-2900-gdf79404cd8, Yosys 0.63+post, stock flow scripts
make -C /OpenROAD-flow-scripts/flow DESIGN_CONFIG=/design/flow/config.mk WORK_HOME=/design/flow/orfs finish
```
`/design/flow/design.v`:
```
`default_nettype none
module uart_tx #(
    parameter clk_divide = 234,  
    localparam clk_divide_len = $clog2(clk_divide)
) (
    input wire CLK,
    input wire START,
    input wire RST,
    input wire [7:0] TX_DATA_IN,
    input wire RX_CHECK,
    output wire TX,
    output wire TX_ACTIVE,
    output logic TX_FLAG             
);
    enum bit [2:0] {
        TX_IDLE = 3'b000,
        TX_START = 3'b001,
        TX_DATA = 3'b010,
        TX_STOP = 3'b011,
        TX_DONE = 3'b100
    } tx_state, tx_next_state;
    logic [clk_divide_len-1:0] clk_div_reg,clk_div_next;  
    logic [7:0] tx_data_reg, tx_data_next;  
    logic tx_out_reg,tx_out_next;  
    logic [2:0] index_bit_reg,index_bit_next;  
    logic pre_start;
    logic tx_flag_reg, tx_flag_next;  
    assign TX_ACTIVE = (tx_state == TX_DATA);  
    assign TX = tx_out_reg;
    assign TX_FLAG = tx_flag_reg;
    always_ff @(posedge CLK) begin
        pre_start <= START;
        if (~RST) begin
            tx_state <= TX_IDLE;
            clk_div_reg <= 0;
            tx_data_reg <= 0;
            tx_out_reg <= 1;
            index_bit_reg <= 0;
            tx_flag_reg <= 0;
        end else begin
            tx_state <= tx_next_state;
            clk_div_reg <= clk_div_next;
            tx_data_reg <= tx_data_next;
            tx_out_reg <= tx_out_next;
            index_bit_reg <= index_bit_next;
            tx_flag_reg <= tx_flag_next;
        end
    end
    always @(*) begin
        tx_next_state = tx_state;
        clk_div_next = clk_div_reg;
        tx_data_next = tx_data_reg;
        tx_out_next = tx_out_reg;
        index_bit_next = index_bit_reg;
        tx_flag_next = tx_flag_reg;
        case (tx_state)
            TX_IDLE: begin
                tx_out_next = 1;             
                clk_div_next = 0;            
                index_bit_next = 0;          
                tx_flag_next = 0;            
                if (START == 1 && pre_start==0) begin
                    tx_data_next = TX_DATA_IN;  
                    tx_next_state = TX_START;
                end
            end 
            TX_START: begin
                tx_out_next = 0;             
                if (clk_div_reg < clk_divide-1) begin
                    clk_div_next = clk_div_reg + 1'b1;
                    tx_next_state = TX_START;
                end else begin
                    clk_div_next = 0;
                    tx_next_state = TX_DATA;
                end
            end
            TX_DATA: begin
                tx_out_next = tx_data_reg[index_bit_reg];  
                if (clk_div_reg < clk_divide-1) begin
                    clk_div_next = clk_div_reg + 1'b1;
                    tx_next_state = TX_DATA;
                end else begin
                    clk_div_next = 0;
                    if (index_bit_reg == 7) begin
                        index_bit_next = 0;
                        tx_next_state = TX_STOP;
                    end else begin
                        index_bit_next = index_bit_reg + 1'b1;
                        tx_next_state = TX_DATA;
                    end
                end
            end
            TX_STOP: begin
                tx_out_next = 1;             
                if (clk_div_reg < clk_divide-1) begin
                    clk_div_next = clk_div_reg + 1'b1;
                    tx_next_state = TX_STOP;
                end else begin
                    clk_div_next = 0;
                    tx_flag_next =1;
                    tx_next_state = TX_DONE;
                end
            end
            TX_DONE: begin
                tx_flag_next = 0;           
                tx_next_state = TX_IDLE;
            end
            default: tx_next_state = TX_IDLE;
        endcase
    end
endmodule
`default_nettype none
module uart_top(
    input wire CLK,
    input wire RST,
    output wire TX
);
    typedef enum {
        STATE_SEND,
        STATE_WAIT,
        STATE_FIN
    } state_type;
    state_type  tx_state, tx_next_state;
    logic [7:0] tx_data_in;
    logic start;
    logic tx_flag;
    logic tx_active;
    uart_tx #(
        .clk_divide(234)  
    ) uart_tx_inst (
        .CLK(CLK),
        .START(start),
        .TX_DATA_IN(tx_data_in),
        .RST(RST),
        .RX_CHECK(1'b0),  
        .TX(TX),
        .TX_ACTIVE(tx_active),
        .TX_FLAG(tx_flag)
    );
    assign tx_data_in = 8'h41;  
    always_comb begin
        tx_next_state = tx_state;
        start = 1'b0;
        if(tx_state == STATE_SEND) begin
            tx_next_state = STATE_WAIT;  
            start = 1'b1;  
        end else if(tx_state == STATE_WAIT) begin
            if(~tx_active) begin
                tx_next_state = STATE_FIN;  
            end
        end
    end
    always_ff @(posedge CLK) begin
        if (RST) begin
            tx_state <= STATE_SEND;  
        end else begin
            tx_state <= tx_next_state;
        end
    end
endmodule
```
`/design/flow/config.mk`:
```
export PLATFORM = sky130hd
export DESIGN_NAME = uart_top
export DESIGN_NICKNAME = uart_top
export VERILOG_FILES = /design/flow/design.v
export SDC_FILE = /design/flow/constraint.sdc
export NUM_CORES = 4
export LEC_CHECK = 1
export CORE_AREA = 10 10 80 80
export DIE_AREA = 0 0 90 90
```
`/design/flow/constraint.sdc`:
```
current_design uart_top

set clk_period 3.0
set clk_io_pct 0.2

create_clock -name clk0 -period $clk_period [get_ports {CLK}]

set non_clock_inputs [all_inputs -no_clocks]
set_input_delay [expr $clk_period * $clk_io_pct] -clock clk0 $non_clock_inputs
set_output_delay [expr $clk_period * $clk_io_pct] -clock clk0 [all_outputs]
```
==> deck_impl_summary.md <==
Run Summary

Synthesis
  • Top_reg_cell synth: dfxtp_1
  • Yosys warns: 2
  • Avg Cell Area, Syn: 9.08 µm²
  • Number of synthesized register bits: 20
  • Max-area cell share: 42.4%
  • Mapped Area: 945 µm²
  • Ys cells: 104
  • Top cells by area: dfxtp_1 42%, nand3_1 6.9%, nand2_1 6.0%, ha_1 5.3%, mux2i_1 4.2%
  • EDFF count, synth: 0
  • Area leader, netlist: dfxtp_1
  • Yosys cell types: 32
  • Top cells by count: 20 x dfxtp_1, 15 x nand2_1, 13 x nand3_1
  • Register area share after synthesis: 42.4%
  • Asr flop ratio synth: 0%
  • Cells after Synth: 104
  • Most numerous cell in the Yosys netlist: dfxtp_1
  • Yosys stat area: 945 µm²

Die
  • Fp util: 20.0%
  • IO Pins: 3
  • Die width: 90 µm
  • Core area: 4720 µm²
  • Die area: 8100 µm²
  • Std cell rows: 25
  • Vert. Die Dim: 90 µm

Route
  • WL final: 1.55 mm
  • Vias per inst: 4.01
  • Routed length per instance: 8.90 µm
  • Antenna Nets Post-Route: 0
  • DRC viols: 0
  • Diode count: 0
  • 1st-iter DRT viols: 39
  • Drt first pass iters: 4
  • Vias: 698

Clocking
  • Worst-Skew Late Latency: 0.26 ns
  • H-tree levels: 1
  • Setup Fix Bufs, Post-CTS: 0
  • Post-CTS Resized: 0
  • Clk slew on worst S/H paths: 0.08 ns
  • Clk buf depth: 2
  • CTS buffer count: 3
  • CTS root buf: clkbuf_8
  • Sink Count: 20
  • CTS tree: built
  • Hold bufs inserted after CTS: 0

Setup path
  • CP required: 3.19 ns
  • Critical Path, Cell by Cell: clkdlybuf4s50_1 > o31ai_1 > a31oi_4 > a21oi_1 > mux2i_1
  • Critical path's top delay family: buffers and inverters
  • Startpoint Class: primary input
  • CP max FO: 19
  • Crit Path Category: primary input to flip-flop
  • CP Capture Type: flip-flop
  • CP arrival: 2.24 ns
  • Slowest CP cell: clkdlybuf4s50_1
  • Worst Path Buf+Inv: 1
  • Slowest stage delay, CP: 0.85 ns

Timing
  • Least-Margin Pin Slew: 0.594 ns
  • Tcrit/Tclk final: 68.1%
  • Fin. Hold Viols: 0
  • Clk_skew: 0.00324 ns
  • Count of pins over their slew limit: 0
  • Final Setup Violations: 0
  • Relative slew slack: 60.3%
  • RSZ-0062 raised after global routing: false
  • Fmax: 0.489 GHz
  • Setup_tns: 0 ns
  • Fin crit period: 2.04 ns

Global route
  • GRT Resource Usage Total: 3.79%
  • Antenna violations before repair: 0
  • First-pass GRT wire length: 2.79 mm
  • Vias in the first global route: 633
  • GRT Residual Overflow: 0
  • Largest net degree at the start of global routing: 20

Job
  • Max Cap Viol: 0
  • Log Warnings: 26

Power
  • Lkg Pwr: 0.451 nW
  • Peak supply drop: 0.000364 V
  • Pwr dens: 515 nW/µm²

Layout
  • Layout cells sized above 1: 9.35%
  • Synthesis-to-layout area growth: 17.2%
  • Filler cells: 515
  • Max reg flops: 8
  • Post-route cell area: 1110 µm²
  • Combinational Area: 513 µm²
  • Register area: 400 µm²
  • Final std cells w/o fill: 174

Placed design
  • Number of I/O port buffers: 2
  • Cells after DPL: 170
  • Post-DP Area: 1040 µm²
  • HPWL Detailed: 1.07 mm
  • Final RePlAce weighted congestion: 0.826

Status
  • Status: finished clean

Min path
  • Hold WC Path Type: flip-flop to flip-flop
## cell usage in the layout, fill, tap and decap left out, types with 2 or more instances in the layout
master	Yosys	final
o31ai_1	2	2
nand2_1	15	15
mux2i_1	4	4
and3_4	2	2
a21boi_0	3	3
dfxtp_1	20	20
a22o_1	2	2
ha_1	4	4
nand3b_1	2	2
nand3_1	13	13
nor3_1	3	3
nand2b_1	2	2
or3_1	2	2
xor2_1	3	3
nor2_1	5	5
clkdlybuf4s50_1	0	2
inv_1	5	5
clkbuf_8	0	3
## cells by family (layout without fill, tap and decap cells)
| group | after synthesis | in the layout | synth area share, % |
|---|---|---|---|
| and+or+nand+nor | 49 | 49 | 27.5 |
| DFF | 20 | 20 | 42.4 |
| AOI/OAI and AO/OA | 16 | 16 | 14.4 |
| buffers and inverters | 8 | 11 | 3.31 |
| adders and majority gates | 4 | 4 | 5.30 |
| muxes | 4 | 4 | 4.24 |
| xor gates and xnor gates | 3 | 3 | 2.78 |
## worst paths after layout
check | startpoint | to | slack (ns) | cells past startpoint
max reg2reg | uart_tx_inst.clk_div_reg[0] | uart_tx_inst.tx_state[2] | 1.38 | 6
max | RST | uart_tx_inst.clk_div_reg[2] | 0.96 | 5
min | tx_state[0] | uart_tx_inst.pre_start | 0.37 | 0
min reg2reg | tx_state[0] | uart_tx_inst.pre_start | 0.37 | 0
## routing by layer
layer | vias up | wire [µm] | GRT usage [%]
met4 | 0 | 0 | 0.265
met5 | - | 0 | 0
met3 | 0 | 87 | 1.42
met2 | 9 | 613 | 5.75
met1 | 310 | 848 | 5.24
li1 | 379 | - | -
## power breakdown
| group | leakage, nW | internal, mW | switching (mW) |
|---|---|---|---|
| Sequential | 0.163 | 0.271 | 0.00528 |
| Combinational | 0.253 | 0.0109 | 0.0137 |
| Clock | 0.0357 | 0.178 | 0.0915 |
## cell type report
cell class / instances / share of cell area [%]
Clock buffer: 3 / 3.73
Clock inverter: 1 / 2.71
Inverter: 5 / 1.69
Multi-Input combinational cell: 76 / 46.3
Sequential cell: 20 / 36.2
Tap cell: 67 / 7.57
Timing Repair Buffer: 2 / 1.81
## metrics by stage
stage / setup slack (ns) / util (%) / hold WS [ns] / power [mW]
after floorplan: 1.46 / - / 0.351 / 0.301
final: 0.956 / 23.4 / 0.370 / 0.570
after global routing: 0.780 / 23.4 / 0.380 / 0.592
after global placement: 0.711 / 21.9 / 0.359 / 0.307
after CTS: 0.942 / 23.4 / 0.373 / 0.578
after detailed placement: 0.674 / 21.9 / 0.362 / 0.307
## worst register-to-register path, cell delays in order (launching register included)
cell     delay (ns)
dfxtp_1        0.34
inv_1          0.08
ha_1           0.13
or3b_4         0.40
and3_4         0.21
and3_4         0.17
a31o_1         0.17
Power is estimated from default activity; no workload was simulated.
